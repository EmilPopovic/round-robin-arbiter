==> ./design.v <==
module masked_priority_encoder #(parameter WIDTH=4, LSB=0)(
    input  logic [WIDTH-1:0]         i_vec,
    input  logic [$clog2(WIDTH)-1:0] i_pivot,
    output logic [$clog2(WIDTH)-1:0] o_idx,
    output logic                     o_valid
);
logic [WIDTH-1:0] w_masked_right;
logic [$clog2(WIDTH)-1:0] w_idx_right;
logic w_valid_right;
logic [WIDTH-1:0] w_masked_left;
logic [$clog2(WIDTH)-1:0] w_idx_left;
logic w_valid_left;
priority_encoder #(WIDTH, LSB) encoder_left (
    .i_vec   (w_masked_left),
    .o_idx   (w_idx_left),
    .o_valid (w_valid_left)
);
priority_encoder #(WIDTH, LSB) encoder_right (
    .i_vec   (w_masked_right),
    .o_idx   (w_idx_right),
    .o_valid (w_valid_right)
);
always_comb begin
    o_valid = w_valid_right | w_valid_left;
    if (LSB) begin
        w_masked_right = i_vec &  ((WIDTH'(1) << (i_pivot + 1)) - 1);
        w_masked_left  = i_vec & ~((WIDTH'(1) << (i_pivot + 1)) - 1);
        o_idx = (w_valid_left) ? w_idx_left : (w_valid_right) ? w_idx_right : '0;
    end
    else begin
        w_masked_right = i_vec &  ((WIDTH'(1) << i_pivot) - 1);
        w_masked_left  = i_vec & ~((WIDTH'(1) << i_pivot) - 1);
        o_idx = (w_valid_right) ? w_idx_right : (w_valid_left) ? w_idx_left : '0;
    end
end
endmodule
module priority_encoder #(parameter WIDTH=4, LSB=0)(
    input  logic [WIDTH-1:0]         i_vec,
    output logic [$clog2(WIDTH)-1:0] o_idx,
    output logic                     o_valid
);
always_comb begin
    o_idx   = '0;
    o_valid = 0;
    for (int i = 0; i < WIDTH; i++) begin
        if (i_vec[i]) begin
            o_idx   = i;
            o_valid = 1;
            if (LSB) break;
        end
    end
end
endmodule
module round_robin_arbiter #(parameter PORTS=2, ZERO_CYCLE=1)(
    input  logic i_clk,
    input  logic i_rstn,
    input  logic [PORTS-1:0] i_req_vec,
    output logic [PORTS-1:0] o_grant_vec
);
logic [$clog2(PORTS)-1:0] r_grant_idx;
logic r_has_grant;
logic [$clog2(PORTS)-1:0] w_next_grant_idx;
logic w_next_has_grant;
logic [PORTS-1:0] w_next_grant_vec;
logic [$clog2(PORTS)-1:0] w_enc_grant_idx;
logic w_enc_has_req;
masked_priority_encoder #(PORTS, 1) masked_encoder (
    .i_vec   (i_req_vec),
    .i_pivot (r_grant_idx),
    .o_idx   (w_enc_grant_idx),
    .o_valid (w_enc_has_req)
);
always_comb begin
    w_next_grant_idx = r_grant_idx;
    w_next_has_grant = r_has_grant;
    w_next_grant_vec = '0;
    if (r_has_grant && i_req_vec[r_grant_idx]) begin
        w_next_grant_vec = PORTS'(1) << r_grant_idx;
    end
    else if (w_enc_has_req) begin
        w_next_grant_idx = w_enc_grant_idx;
        w_next_has_grant = 1;
        w_next_grant_vec = PORTS'(1) << w_enc_grant_idx;
    end
    else begin
        w_next_has_grant = 0;
    end
end
generate
    if (ZERO_CYCLE) begin
        assign o_grant_vec = (!i_rstn) ? '0 : w_next_grant_vec;
    end else begin
        logic [PORTS-1:0] r_grant_vec;
        assign o_grant_vec = r_grant_vec;
        always_ff @(posedge i_clk or negedge i_rstn) begin
            r_grant_vec <= (!i_rstn) ? '0 : w_next_grant_vec;
        end
    end
endgenerate
always_ff @(posedge i_clk) begin
    r_has_grant <= (!i_rstn) ?  0 : w_next_has_grant;
    r_grant_idx <= (!i_rstn) ? '0 : w_next_grant_idx;
end
endmodule
==> ./run.sh <==
#!/bin/bash
# OpenROAD 26Q1-2900-gdf79404cd8, Yosys 0.63+post, stock flow scripts
make -C /OpenROAD-flow-scripts/flow DESIGN_CONFIG=/design/flow/config.mk WORK_HOME=/design/flow/orfs finish
==> ./config.mk <==
export PLATFORM = sky130hd
export DESIGN_NAME = round_robin_arbiter
export DESIGN_NICKNAME = round_robin_arbiter
export VERILOG_FILES = /design/flow/design.v
export SDC_FILE = /design/flow/constraint.sdc
export NUM_CORES = 4
export LEC_CHECK = 1
export CORE_AREA = 10 10 70 70
export DIE_AREA = 0 0 80 80
export SYNTH_HDL_FRONTEND = slang
==> ./constraint.sdc <==
current_design round_robin_arbiter

set clk_period 1.9
set clk_io_pct 0.2

create_clock -name clk0 -period $clk_period [get_ports {i_clk}]

set non_clock_inputs [all_inputs -no_clocks]
set_input_delay [expr $clk_period * $clk_io_pct] -clock clk0 $non_clock_inputs
set_output_delay [expr $clk_period * $clk_io_pct] -clock clk0 [all_outputs]
==> results.json <==
{
  "status": "finished, final reports clean",
  "p_comb_share_pct": 14.1,
  "required_ps": 1520,
  "area_growth_pct": 122,
  "drv_slew": 0,
  "compound_area_share_pct": 42.2,
  "worst_setup_path_start_kind": "flip-flop",
  "gp_congestion": 0.604,
  "total_power_uw": 165,
  "fp.dieH_um": 80,
  "routed_wl_um": 421,
  "internal_power_uw": 129,
  "drc": 0,
  "postCtsHoldBufs": 0,
  "adder_share_pct": 0,
  "num_rows": 21,
  "yosys-top-cells-area": "dfxtp_1 39%, o21a_1 14%, o211a_1 9.6%",
  "post_cts_resized": 3,
  "post_cts_buffers": 0,
  "met2RoutedLength_um": 160,
  "flop_cell": "dfxtp_1",
  "synth_top_area_share_pct": 38.6,
  "met1_length_um": 217,
  "ys_cells": 12,
  "power.share.clock_pct": 56.4,
  "yosys-top-cells-count": "2 x dfxtp_1, 2 x nand2_1, 2 x o21a_1",
  "initCoreUtil_pct": 3.04,
  "htreeDepth": 1,
  "logic_family": "AND-OR/OR-AND gates",
  "fmax_ghz": 0.558,
  "maxCapViolCount": 0,
  "seqPwrFrac_pct": 29.4,
  "setup_viol": 0,
  "period_minus_slack_ps": 1790,
  "setup_ws_ps": 109,
  "grt_pass1_vias": 131,
  "place_inst": 63,
  "synth.distinct_cells": 9,
  "syn-cell-area_um2": 104,
  "die-area_um2": 6400,
  "ios": 6,
  "xor_share_pct": 8.43,
  "post_layout_nonfiller_instances": 66,
  "wl_per_cell_um": 6.38,
  "async_reset_ff_share_pct": 0,
  "finClkSkew_ps": 2.33,
  "drt_iter0_drc": 0,
  "cts_buffer_depth": 2,
  "syn_area_per_cell_um2": 8.65,
  "ant_nets": 0,
  "path_class": "reg2out",
  "seq_area_frac_synth_pct": 38.6,
  "power_density_nw_per_um2": 715,
  "rsz0062_at_grt": "no",
  "fp.dieW_um": 80,
  "cts_tree": "yes",
  "hold_viol": 0,
  "track_usage_pct": 1.53,
  "worstPathArrival_ps": 1410,
  "pre_cts_slack_ps": -123,
  "detail_route.vias_per_cell": 1.77,
  "power_switching_share_pct": 21.6,
  "tightest_slew_ps": 187,
  "vias": 117,
  "cts.sinks": 2,
  "drive_gt1_share_pct": 15.0,
  "grt_max_degree": 6,
  "crit_path_max_fanout": 3,
  "ys_sh_simple_pct": 7.23,
  "top_layer": "met4",
  "antenna_found_initial": 0,
  "grt_pass1_wl_um": 676,
  "ir_drop_mv": 0.0675,
  "io_buffers": 5,
  "cts_buffers": 3,
  "cp-end-kind": "primary output",
  "nFillCells": 418,
  "clk_pin_slew_ps": 30,
  "firstDrtPassIters": 1,
  "synth-edff-count": 0,
  "ys_sh_mux_pct": 0,
  "routed-wl-met3_um": 37,
  "warnings": 25,
  "yosysWarningCount": 0,
  "hold_path.class": "reg2reg",
  "cts-root-buf": "clkbuf_4",
  "fin_setup_tns_ps": 0,
  "grt_overflow_total": 0,
  "core_area_um2": 3420,
  "p_leak_uw": 0.0000895,
  "synth-seq-cells": 2,
  "syn_inst": 12,
  "yosysChipArea_um2": 104,
  "diodes": 0,
  "synth_top_cell_by_area": "dfxtp_1",
  "post-route-period-util_pct": 94.3,
  "power.switching_uw": 35.6,
  "slew_headroom_pct": 87.4,
  "clkLatencyLatePin_ps": 220
}
[logic make-up after synthesis]
logic type	after synthesis
compound gates	6
flops	2
simple gates	2
xor+xnor	1
buf+inv	1
[through the flow]
stage / utilization (%) / hold WS, ps / instance area [um2]
detailed placement: 6.19 / 486 / 211
global route: 6.74 / 527 / 230
floorplan: - / 471 / 104
finish: 6.74 / 494 / 230
CTS: 6.74 / 496 / 230
global placement: 6.19 / 484 / 211
[power by group through the flow]
stage | combinational [uW] | clock, uW | sequential (uW)
CTS | 24.1 | 100 | 48.5
global route | 26.4 | 111 | 49.1
finish | 23.3 | 92.9 | 48.5
[area by class of cell]
type / instances / area (um2) / share of cell area [%]
inverter: 1 / 3.75 / 1.63
timing repair buffer: 5 / 46.3 / 20.1
tap: 46 / 57.6 / 25.0
sequential: 2 / 40.0 / 17.4
multi-input combinational: 9 / 60.1 / 26.1
clock buffer: 3 / 22.5 / 9.78
[worst paths after layout]
check         startpoint  cells past startpoint             end  slack, ps
max reg2reg  r_has_grant                      2     r_grant_idx       1190
min reg2reg  r_grant_idx                      2     r_grant_idx        490
max          r_grant_idx                      3  o_grant_vec[0]        110
min          r_grant_idx                      2     r_grant_idx        490
[sequential cells by signal, indices dropped and copies added, names as in the netlist]
signal,cells
r_grant_idx,1
r_has_grant,1
[metal layers]
layer  track usage (%)  vias up
li1                  -       59
met1              1.98       52
met2              1.52        4
met3              1.36        2
met4             0.880        0
met5                 0        -
[cells in the final DEF (no fill, tap or decap)]
master / count
nand2_1: 2
o211a_1: 1
o21a_1: 2
a21oi_1: 1
dlygate4sd2_1: 3
clkdlybuf4s50_1: 2
dfxtp_1: 2
o22ai_1: 1
xor2_1: 1
inv_1: 1
clkbuf_4: 3
a21boi_0: 1
[worst max-delay path, stage by stage, from the launching register on]
cell	delay, ps
dfxtp_1	350
xor2_1	190
o211a_1	180
clkdlybuf4s50_1	470
